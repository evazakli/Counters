`/design/flow/run.sh`:
```
#!/bin/bash
# OpenROAD 26Q1-2900-gdf79404cd8, Yosys 0.63+post, stock flow scripts
make -C /OpenROAD-flow-scripts/flow DESIGN_CONFIG=/design/flow/config.mk WORK_HOME=/design/flow/orfs finish
```
`/design/flow/constraint.sdc`:
```
current_design up_down_counter

set clk_period 2.7
set clk_io_pct 0.2

create_clock -name clk0 -period $clk_period [get_ports {clk}]

set non_clock_inputs [all_inputs -no_clocks]
set_input_delay [expr $clk_period * $clk_io_pct] -clock clk0 $non_clock_inputs
set_output_delay [expr $clk_period * $clk_io_pct] -clock clk0 [all_outputs]
```
`/design/flow/config.mk`:
```
export PLATFORM = sky130hd
export DESIGN_NAME = up_down_counter
export DESIGN_NICKNAME = up_down_counter
export VERILOG_FILES = /design/flow/design.v
export SDC_FILE = /design/flow/constraint.sdc
export NUM_CORES = 4
export LEC_CHECK = 1
export CORE_AREA = 10 10 79 79
export DIE_AREA = 0 0 89 89
```
`/design/flow/design.v`:
```
`timescale 1ns / 1ps
module up_down_counter
    #(parameter N = 8)
    (
        input clk,
        input reset_n, 
        input enable_n,         
        input up,               
        output [N-1:0]Q
    );
    reg[N-1:0] Q_reg, Q_next;
    always @(posedge clk, negedge reset_n) begin
        if(!reset_n)begin
                Q_reg <= 'b0;
        end         
        else if (enable_n) begin
            Q_reg <= Q_next;
        end    
        else begin
            Q_reg <= Q_reg;
        end 
    end    
    always @(*) begin
        if(up) begin
            Q_next = Q_reg + 1;
        end 
        else begin
            Q_next = Q_reg - 1;
        end  
    end     
    assign Q = Q_reg; 
endmodule
```
==> flow_summary.yaml <==
# synthesis and place-and-route metrics
yosys:
  postSynthAreaPerCell_um2: 10.5
  synth_area_um2: 617
  synth_cell_type_count: 28
  synth_area_leader_cell: "dfrtp_1"
  ys_ff: 8
  ys_seq_share_pct: 32.5
  yosysWarnings: 1
  ff_type: "dfrtp_1"
  synthArstFlopShare_pct: 100
  synth_top_area_share_pct: 32.5
  yosys-top-cells-area: "dfrtp_1 (32%), ha_1 (12%), xnor2_1 (5.7%)"
  edf_count: 0
  yosysCellCount: 59
  ys_area_um2: 617
  postSynthCellCount: 59
final_timing:
  setup_violations: 0
  slew_headroom_pct: 75.1
  final_period_minus_worst_setup_slack_ns: 2.40
  clock.fmax_mhz: 416
  worst_pin_slew_ns: 0.373
  worst_clock_skew_ns: 0.00387
  hold_viol_final: 0
  tns_ns: 0
  fin_hold_ws_ns: 0.542
  rsz0062_at_grt: "false"
  slew_violations: 0
  fin_crit_sh_pct: 89.0
place:
  dpl.cell_count: 125
  io_buffers: 11
  dp_hpwl_um: 1160
  gp_congestion: 0.890
power:
  pwr-share-clk_pct: 14.3
  peakVddDrop_uv: 255
  combPwrFrac_pct: 60.5
  switchingPower_uw: 359
  power_frac_seq_pct: 25.2
  power_density_nw_per_um2: 1180
  p_int_uw: 628
  p_leak_nw: 0.348
  swShare_pct: 36.4
clock_tree:
  hold_buffers: 0
  clkTransAtPathRegs_ns: 0.04
  numCtsBuffers: 3
  cts_resized: 0
  clockRootBuffer: "clkbuf_8"
  clk_latency_ns: 0.23
  clk_path_buf_depth: 2
  cts.htree.levels: 1
  cts_tree: "done"
  clkSinkCount: 8
  cts_setup_buffers: 0
critical_path:
  cp_slowest_cell: "clkdlybuf4s50_1"
  crit_chain: "clkdlybuf4s50_1, inv_1, ha_1, a21oi_2, o21bai_1, or3_1, mux2i_1, o22ai_1"
  cp-end-kind: "register"
  arrival_ns: 2.50
  path_buffers: 2
  cp.required_ns: 2.80
  cp-start-kind: "input port"
  critPathMaxFanout: 7
  r2r_slack_ns: 0.78
  crit_family: "buffers and inverters"
  cp_slowest_stage_delay_ns: 0.48
  setup.worst_path.class: "in -> reg"
floorplanning:
  core_area_um2: 4660
  fp.dieW_um: 89
  chipHeight_um: 89
  initCoreUtil_pct: 13.2
  die_area_um2: 7920
  num_io_pins: 12
  row_count: 25
flow_run:
  max_cap_viol_count: 0
  warnings: 25
global_route:
  track_usage_pct: 3.87
  overflow: 0
  grt_pass1_wl_um: 2390
  grt_antenna_before_repair: 0
  first_global_vias: 525
  grt_max_degree: 10
cells_and_area:
  register_area_um2: 200
  final_layout_top_logic_cells: "clkdlybuf4s50_1 (11), dfrtp_1 (8), ha_1 (6), xnor2_1 (4), a21oi_1 (4)"
  layout-drive-gt1-share_pct: 18.9
  mi_logic_area_um2: 394
  nFillCells: 501
  final_core_util_pct: 18.0
  syn_to_final_growth_pct: 36.1
  layout_top_cell: "clkdlybuf4s50_1"
  final_cells: 128
  largest_reg_flops: 8
routing:
  wirelength_um: 1420
  wl_per_cell_um: 11.1
  vias: 486
  via_per_inst: 3.80
  dr.pass1.iters: 4
  antenna_left: 0
  num_antenna_cells: 0
  drc: 0
  drt-initial-drc-count: 32
outcome:
  status: "completed"
worst_hold_path:
  min_path_type: "reg -> reg"
## cell usage after synthesis (2+ instances only)
cell type and instances:
a21o_1 2, a21oi_1 4, a21oi_2 2, dfrtp_1 8, ha_1 6, inv_1 3
mux2_2 3, nand2_1 2, nor2_1 2, nor3_1 2, o21ai_0 2, o21bai_1 3
xnor2_1 4, xor2_1 2
## layer usage
metal  vias up  share of wire [%]  track usage [%]
met5         -                  0                0
met4         0                  0            0.289
met3         0                8.8             2.30
met2         8                 45             6.32
met1       230                 46             4.47
li1        248                  -                -
## cell type report
class	instances	area share [%]
Clock buffer	3	4.92
Inverter	3	1.34
Multi-Input combinational cell	47	46.9
Sequential cell	8	23.8
Tap cell	54	8.05
Timing Repair Buffer	13	14.9
## stage by stage
stage | worst slack (ns) | area (µm²) | power (mW)
5_1_grt | 0.145 | 840 | 1.09
6_report | 0.296 | 840 | 0.988
3_3_place_gp | 0.112 | 798 | 0.833
2_1_floorplan | 0.785 | 617 | 0.634
3_5_place_dp | 0.0581 | 798 | 0.849
4_1_cts | 0.292 | 840 | 1.00
## power by group through the flow
stage / registers [mW] / clock network (mW) / logic [mW]
CTS: 0.253 / 0.147 / 0.604
global route: 0.262 / 0.156 / 0.668
finish: 0.249 / 0.141 / 0.598
## logic make-up after synthesis
family	after synthesis	share of synthesized area, %
compound gates	19	22.3
simple gates	10	8.12
flops	8	32.5
fa+ha+maj	7	15.4
xor+xnor	6	8.52
mux	5	9.53
buf+inv	4	3.65
## worst reg2reg max path, stage by stage (launching register included)
cell and delay [ns]:
dfrtp_1 0.45, fa_1 0.48, a21oi_1 0.22, o21ai_1 0.10, a21oi_1 0.17, xnor2_1 0.11
mux2_2 0.27
## path summary, 6_finish.rpt
kind | cells past startpoint | endpoint | start
min reg2reg | 1 | Q_reg[5]$_DFFE_PN0P_ | Q_reg[5]$_DFFE_PN0P_
max reg2reg | 6 | Q_reg[6]$_DFFE_PN0P_ | Q_reg[0]$_DFFE_PN0P_
max in group asynchronous | 1 | Q_reg[7]$_DFFE_PN0P_ | reset_n
max | 8 | Q_reg[7]$_DFFE_PN0P_ | up
min in group asynchronous | 1 | Q_reg[3]$_DFFE_PN0P_ | reset_n
min | 1 | Q_reg[5]$_DFFE_PN0P_ | Q_reg[5]$_DFFE_PN0P_
Power and IR drop assume default switching activity.
