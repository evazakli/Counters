==> /design/flow/design.v <==
`timescale 1ns / 1ps
module modulus_counter
    #(parameter  MAX = 53)
    (       
        input clk,
        input reset_n,
        input enable_n,
        output [$clog2(MAX)-1:0]Q
    );
    reg [$clog2(MAX)-1:0] Q_reg, Q_next;
    always @(posedge clk, negedge reset_n) begin
        if(!reset_n) begin
            Q_reg <= 'b0;
        end 
        else begin
            if(enable_n) begin
                Q_reg <= Q_next;
            end 
            else begin
                Q_reg <= Q_reg;
            end 
        end 
    end 
    always @(*) begin
        if(Q_reg == MAX) begin
            Q_next = 'b0;
        end 
        else begin
            Q_next = Q_reg + 1;
        end
    end 
    assign Q = Q_reg;
endmodule
==> /design/flow/run.sh <==
#!/bin/bash
# OpenROAD 26Q1-2900-gdf79404cd8, Yosys 0.63+post, stock flow scripts
make -C /OpenROAD-flow-scripts/flow DESIGN_CONFIG=/design/flow/config.mk WORK_HOME=/design/flow/orfs finish
==> /design/flow/config.mk <==
export PLATFORM = sky130hd
export DESIGN_NAME = modulus_counter
export DESIGN_NICKNAME = modulus_counter
export VERILOG_FILES = /design/flow/design.v
export SDC_FILE = /design/flow/constraint.sdc
export NUM_CORES = 4
export LEC_CHECK = 1
export CORE_AREA = 10 10 70 70
export DIE_AREA = 0 0 80 80
==> /design/flow/constraint.sdc <==
current_design modulus_counter

set clk_period 1.8
set clk_io_pct 0.2

create_clock -name clk0 -period $clk_period [get_ports {clk}]

set non_clock_inputs [all_inputs -no_clocks]
set_input_delay [expr $clk_period * $clk_io_pct] -clock clk0 $non_clock_inputs
set_output_delay [expr $clk_period * $clk_io_pct] -clock clk0 [all_outputs]
==> job_summary.md <==
### Yosys + OpenROAD results

| Metric | Value |
|---|---|
| Run status | complete, no violations |
| CTS max path bufs | 2 |
| Detailed placer's ending HPWL | between 500 and 600 µm |
| Minimum period implied by the final worst setup slack | roughly 1.6 ns |
| YS warnings | 1 |
| ANT nets after route | 0 |
| Fin worst setup slack | about 0.22 ns |
| CP bufs+invs | 1 |
| Diodes inserted | 0 |
| Max reg flops | 6 |
| PD cells | about 1300 nW/µm² |
| Fin crit share | about 90% |
| Tool warning count | 26 |
| Detailed Route Iter0 Violations | 27 |
| Die Span Y | 80 µm |
| RR Startpoint | Q_reg[1] |
| Post_cts resized | 0 |
| Row count | 21 |
| CORE AREA | about 3400 µm² |
| Number of enable flip-flop cells | 0 |
| GP Congestion | ~0.8 |
| Leakage | about 0.20 nW |
| Worst Reg-to-Reg Cells | 5 |
| Routed WL | 764 µm |
| Worst setup SP type | flip-flop |
| Synth Seq Share | between 40 and 50% |
| Mapped Cells | 31 |
| Final Cell Area | around 500 µm² |
| Mapped Area | between 300 and 400 µm² |
| H-tree levels | 1 |
| # setup viols final | 0 |
| DRT Pass-1 Iters | 5 |
| Max_slew headroom | 78.0% |
| Vias | ~270 |
| Vias per cell | slightly above 3 |
| Max_cap viols | 0 |
| Measured slew at the worst slew-check pin | between 0.3 and 0.4 ns |
| CTS tree | yes |
| Vias in the first global route | between 200 and 300 |
| Gr usage total | under 10% |
| Worst reg-to-reg setup slack | between 0.4 and 0.5 ns |
| Hold/Removal Path Class | in2async |
| Root Driver | clkbuf_4 |
| Port Buf Inserts | 8 |
| Synthesized flop and latch total | 6 |
| Setup bufs post-CTS | 0 |
| Clock transition at the registers of the reported paths | about 0.05 ns |
| Critical path's slowest cell | clkdlybuf4s50_1 |
| Grt ovf | 0 |
| CP Capture Type | output port |
| Pre-CTS setup slack | 0.188 ns |
| First-pass GRT wire length | 1260 µm |
| Synth top area share | between 40% and 50% |
| Crit Path Max Fanout | 7 |
| Final hold vios | 0 |
| Syn-to-layout area delta | 48.9% |
| Avg Cell Area, Syn | 10.6 µm² |
| Largest area contributor in the netlist | dfrtp_1 |
| Fmax | ~630 MHz |
| Layout cell share with drive strength beyond 1 | roughly 14% |
| Crit-path cells | clkdlybuf4s50_1 |
| Clk latency late pin | about 0.24 ns |
| Critical path arrival | approximately 1.2 ns |
| Wire per inst | slightly below 9 µm |
| CP Class | reg2out |
| Chip width | 80 µm |
| Worst path top cell family by delay | buffers and inverters |
| Setup Skew | about 0.0047 ns |
| Chip Area, Yosys | between 300 and 400 µm² |
| RSZ-0062 raised after global routing | false |
| Clock sink total | 6 |
| Die area | 6400 µm² |
| Initial antenna violation count | 0 |
| DRC violation count after routing | 0 |
| CTS Buf Count | 3 |
| Placed Instance Area | 465 µm² |
| Synth Flop Type | dfrtp_1 |
| Yosys cell count | 31 |
| Fp util | approximately a tenth |
| CP max stage delay | roughly 0.52 ns |
| Worst reg2reg endpoint | Q_reg[1] |
| I/O pins | 9 |
| Max-slew violations | 0 |
| Hold-fix buffers, CTS | 0 |
| Top cells by area | dfrtp_1 46%, ha_1 7.6%, mux2i_1 6.1% |
| Post-synth ARST share | roughly 100% |
| Max VDD drop | between 0.2 and 0.3 mV |
| Worst endpoint required time | between 1 and 1.5 ns |
| Cell Type Count | 20 |
| Most common cell in the netlist | dfrtp_1 |
| Setup TNS | 0 ns |
| Largest net degree at the start of global routing | 11 |
cells by family (layout without fill, tap and decap cells):
kind of cell             count (synthesis)  after routing  share of synthesized area, %
AND-OR/OR-AND                            9              9                          17.9
AND/OR/NAND/NOR                          8              8                          15.3
flip-flops                               6              6                          45.8
buffers and inverters                    3             14                          4.58
adder cells (fa/ha/maj)                  2              2                          7.63
multiplexers                             2              2                          6.11
XOR/XNOR                                 1              1                          2.67
worst max path at each step:
stage                 startpoint    to  slack [ns]  depth (start not counted)
after global routing    Q_reg[3]  Q[3]        0.16                          1
final                   Q_reg[3]  Q[3]        0.22                          1
after CTS               Q_reg[0]  Q[0]        0.21                          1
power by group:
group	switching [mW]	internal, mW
sequential	0.0824	0.188
combinational	0.0760	0.154
clock	0.0482	0.0754
cells in the final DEF, fill, tap and decap left out, drive strengths merged:
master / synthesis / routed
clkdlybuf4s50: 0 / 8
o21bai: 1 / 1
mux2i: 2 / 2
buf: 1 / 1
inv: 2 / 2
a21oi: 2 / 2
o21ai: 2 / 2
xor2: 1 / 1
nand2b: 1 / 1
o22ai: 2 / 2
nor2: 1 / 1
or3: 1 / 1
clkbuf: 0 / 3
a22oi: 1 / 1
nand4: 2 / 2
a31oi: 1 / 1
dfrtp: 6 / 6
nand2: 1 / 1
ha: 2 / 2
nor2b: 1 / 1
nand3: 1 / 1
worst register-to-register path, stage by stage (launching register included):
cell and delay [ns]:
dfrtp_1 0.41, inv_1 0.09, ha_1 0.13, nand4_1 0.12, nor2_1 0.30, o22ai_1 0.13
cell type report:
class	instances	area (µm²)
fill	389	2930
multi-input combinational	22	163
sequential	6	150
timing repair buffer	9	87.6
tap	46	57.6
clock buffer	3	22.5
inverter	2	7.51
metal layers:
metal | vias to the layer above | GRT usage [%] | wire length (µm)
li1 | 135 | - | -
met1 | 124 | 2.96 | 322
met2 | 10 | 3.53 | 346
met3 | 2 | 1.59 | 74
met4 | 0 | 0.704 | 21
met5 | - | 0 | 0
metrics by stage:
stage | cells | util (%) | power, mW | hold slack, ns
finish | 88 | 14.3 | 0.624 | 0.356
global route | 88 | 14.3 | 0.688 | 0.371
CTS | 88 | 14.3 | 0.637 | 0.364
detailed placement | 85 | 13.6 | 0.508 | 0.576
global placement | 85 | 13.6 | 0.501 | 0.575
floorplan | 31 | - | 0.356 | 0.0644
No activity file was given, so power comes from the tool's default toggle rates.
